### flow/design.v
module bars(input [9:0] x, input [9:0] y,
	output [9:0] red, output [9:0] green, output [9:0] blue);
reg [2:0] idx;
always @(x)
begin
	if (x < 80) idx <= 3'd0;
	else if (x < 160) idx <= 3'd1;
	else if (x < 240) idx <= 3'd2;
	else if (x < 320) idx <= 3'd3;
	else if (x < 400) idx <= 3'd4;
	else if (x < 480) idx <= 3'd5;
	else if (x < 560) idx <= 3'd6;
	else idx <= 3'd7;
end
assign red = (idx[0]? 10'h3ff: 10'h000);
assign green = (idx[1]? 10'h3ff: 10'h000);
assign blue = (idx[2]? 10'h3ff: 10'h000);
endmodule
### flow/run.sh
#!/bin/bash
# OpenROAD 26Q1-2900-gdf79404cd8, Yosys 0.63+post, stock flow scripts
make -C /OpenROAD-flow-scripts/flow DESIGN_CONFIG=/design/flow/config.mk WORK_HOME=/design/flow/orfs finish
### flow/config.mk
export PLATFORM = sky130hd
export DESIGN_NAME = bars
export DESIGN_NICKNAME = bars
export VERILOG_FILES = /design/flow/design.v
export SDC_FILE = /design/flow/constraint.sdc
export NUM_CORES = 4
export LEC_CHECK = 1
export CORE_AREA = 10 10 70 70
export DIE_AREA = 0 0 80 80
### flow/constraint.sdc
current_design bars

set clk_period 1.4
set clk_io_pct 0.2

create_clock -name clk0 -period $clk_period

set non_clock_inputs [all_inputs -no_clocks]
set_input_delay [expr $clk_period * $clk_io_pct] -clock clk0 $non_clock_inputs
set_output_delay [expr $clk_period * $clk_io_pct] -clock clk0 [all_outputs]
==> run_results.csv <==
group,metric,value,unit
worst_setup_path,setup.worst_path.end_class,"output pin",
place,place_congestion,0.690,
floorplan,rows,21,
yosys,syn_avg_cell_area,7.09,um^2
drt,vias,409,
drt,drcViolationCount,0,
global_route,grtUsageTotal,4.09,%
timing,layout_setup_ws,-0.257,ns
finish,area_delta_synth_final,149,%
status,status,"finished, violations left",
floorplan,die-area,6400,um^2
clocking,hold_buffers,0,
worst_setup_path,critical-path-max-stage-delay,0.42,ns
worst_setup_path,path_delay_family,"AND-OR/OR-AND gates",
global_route,grt_pass1_vias,434,
worst_setup_path,crit_chain,"buf_12 -> inv_12 -> maj3_2 -> a221o_2 -> buf_6 -> buf_6",
finish,clock_buffers,0,
pwr,vdd_drop_max,0.000136,V
floorplan,core_area,3420,um^2
floorplan,dieHeight,80,um
drt,drtIter0Drc,8,
worst_setup_path,slowest_stage,"a221o_2",
worst_setup_path,worstPathRequired,1.12,ns
drt,ant_nets,0,
worst_setup_path,critPathBufInv,4,
yosys,synthCells,42,
timing,slew_headroom,81.8,%
drt,finalWirelength,1.51,mm
global_route,grt_use_met2,4.82,%
drt,antenna_cells,0,
global_route,met3_usage,2.61,%
drt,viasPerCell,3.41,
timing,drv_slew,0,
finish,regArea,0,um^2
place,port_buffers,36,
yosys,synthDominantCellAreaShare,68.1,%
global_route,grt_pass1_wl,2.10,mm
global_route,grt_max_degree,7,
worst_setup_path,start_kind,"primary input",
yosys,synth.distinct_cells,12,
worst_hold_path,hold_class,"primary input to output pin",
yosys,yosys_cells,42,
finish,layout-drive-gt1-share,79.7,%
run,cap_violations,0,
timing,period_needed,1.66,ns
place,dp_hpwl,856,um
yosys,synth_top_cell_by_count,"buf_4",
run,tool_warnings,49,
timing,hold_ws,0.999,ns
global_route,grt_antenna_before_repair,0,
timing,max_freq,0.603,GHz
finish,ff_count,0,
drt,dr.pass1.iters,3,
floorplan,die_w,80,um
timing,setup_viol,20,
yosys,topCellsByArea,"buf_4 (68%), o21bai_1 (5.0%), maj3_2 (3.8%)",
global_route,grt.busiest_layer,"met1",
global_route,use_met1,6.20,%
yosys,netlist_area,298,um^2
worst_setup_path,critical_path.max_fanout,5,
timing,finalHoldViolations,0,
yosys,largest_area_cell,"buf_4",
yosys,ys_top_cells_by_count,"buf_4 (27), a21oi_1 (2), nand2_1 (2), nor2_1 (2), o21bai_1 (2)",
global_route,overflow,0,
finish,fillers,377,
drt,wire_per_inst,12.6,um
worst_setup_path,worst-setup-path-type,"primary input to output pin",
floorplan,io_pins,50,
timing,fin_crit_sh,118,%
yosys,seq_area_frac_synth,0,%
worst_setup_path,crit_top_cell,"buf_6",
status,violations,"negative setup slack",
yosys,yosysWarnings,1,
yosys,ys_area,298,um^2
worst_setup_path,cp.arrival,1.38,ns
timing,tightest_slew,0.273,ns
pwr,cellLeakagePower,0.361,nW
place,dpl_worst_slack,-1.06,ns
pwr,p_per_area,326,nW/um^2
timing,rsz0062_at_grt,"yes",
floorplan,fp_util,8.72,%
==> cells by family after synthesis <==
group                      after synthesis  share of synthesized area [%]
adders and majority gates                1                           3.78
buffers and inverters                   28                           69.3
AOI/OAI and AO/OA                        6                           14.7
and+or+nand+nor                          7                           12.2
==> through the flow <==
stage | setup TNS, ns | util [%] | total power (W) | instances | cell area (um^2)
final | -4.04 | 21.7 | 0.000242 | 120 | 742
after detailed placement | -27.80 | 16.8 | 0.000199 | 102 | 574
after global placement | -27.39 | 16.8 | 0.000198 | 102 | 574
after floorplan | -0.964 | - | 0.000104 | 42 | 322
after global routing | -4.87 | 21.7 | 0.000266 | 120 | 742
after CTS | -8.71 | 18.6 | 0.000213 | 114 | 634
==> power breakdown <==
part	internal, W	switching (W)	total (W)
clock	0	0	0
sequential	0	0	0
combinational	0.000158	0.0000844	0.000242
==> per-layer routing <==
metal | routed length, um | up-vias
met4 | 0 | 0
li1 | - | 189
met5 | 0 | -
met2 | 444 | 35
met3 | 269 | 0
met1 | 796 | 185
==> placed cells by master (no fill, tap or decap), types with 2 or more instances in the layout <==
cell type        n
buf_4           12
clkbuf_2         4
nand2_1          2
buf_2           16
buf_6           15
buf_8            2
dlymetal6s2s_1   7
==> what timing repair did <==
item                       in CTS  in global routing
cloned                          3                  0
hold endpoints to repair        0                  0
setup endpoints to repair      30                 30
gates resized                  99                 35
setup buffers                   9                  7
pin swaps                       9                  9
==> path summary, 6_finish.rpt <==
kind              startpoint        to  cells after the start  slack (ns)
setup / recovery        x[8]  green[3]                      6       -0.26
hold / removal          x[9]  green[6]                      3         1.0
==> area by class of cell <==
class                      instances  area [um^2]  share of cell area [%]
tap                               46         57.6                    7.76
inverter                           1         16.3                    2.19
multi-input combinational         16          171                    23.1
timing repair buffer              57          497                    66.9
Power and IR drop assume default switching activity.
