[/design/flow/design.v]
module vga_sync(
   input iCLK,  
   input iRST_N,
   input [9:0] iRed,
   input [9:0] iGreen,
   input [9:0] iBlue,
   output [9:0] px,
   output [9:0] py,
   output  [9:0] VGA_R,
   output  [9:0] VGA_G,
   output  [9:0] VGA_B,
   output reg VGA_H_SYNC,
   output reg VGA_V_SYNC,
   output VGA_SYNC,
   output VGA_BLANK
);
assign	VGA_BLANK	=	VGA_H_SYNC & VGA_V_SYNC;
assign	VGA_SYNC	=	1'b0;
reg [9:0] h_count, v_count;
assign px = h_count;
assign py = v_count;
parameter H_SYNC_TOTAL = 800;
parameter H_PIXELS =     640;
parameter H_SYNC_START = 659;
parameter H_SYNC_WIDTH =  96;
always@(posedge iCLK or negedge iRST_N)
begin
   if(!iRST_N)
   begin
      h_count <= 10'h000;
      VGA_H_SYNC <= 1'b0;
   end
   else
   begin
      if (h_count < H_SYNC_TOTAL-1) h_count <= h_count + 1'b1;
      else h_count <= 10'h0000;
      if (h_count >= H_SYNC_START && 
	h_count < H_SYNC_START+H_SYNC_WIDTH) VGA_H_SYNC = 1'b0;
      else VGA_H_SYNC <= 1'b1;
   end
end
parameter V_SYNC_TOTAL = 525;
parameter V_PIXELS     = 480;
parameter V_SYNC_START = 493;
parameter V_SYNC_WIDTH =   2;
parameter H_START = 699;
always @(posedge iCLK or negedge iRST_N)
begin
   if (!iRST_N)
   begin
      v_count <= 10'h0000;
      VGA_V_SYNC <= 1'b0;
   end
   else if (h_count == H_START)
   begin
      if (v_count < V_SYNC_TOTAL-1) v_count <= v_count + 1'b1;
      else v_count <= 10'h0000;
      if (v_count >= V_SYNC_START && 
		v_count < V_SYNC_START+V_SYNC_WIDTH) VGA_V_SYNC = 1'b0;
      else VGA_V_SYNC <= 1'b1;
   end
end
wire video_h_on = (h_count<H_PIXELS);
wire video_v_on = (v_count<V_PIXELS);
wire video_on = video_h_on & video_v_on;
assign VGA_R = (video_on? iRed: 10'h000);
assign VGA_G = (video_on? iGreen: 10'h000);
assign VGA_B = (video_on? iBlue: 10'h000);
endmodule
[/design/flow/run.sh]
#!/bin/bash
# OpenROAD 26Q1-2900-gdf79404cd8, Yosys 0.63+post, stock flow scripts
make -C /OpenROAD-flow-scripts/flow DESIGN_CONFIG=/design/flow/config.mk WORK_HOME=/design/flow/orfs finish
[/design/flow/config.mk]
export PLATFORM = sky130hd
export DESIGN_NAME = vga_sync
export DESIGN_NICKNAME = vga_sync
export VERILOG_FILES = /design/flow/design.v
export SDC_FILE = /design/flow/constraint.sdc
export NUM_CORES = 4
export LEC_CHECK = 1
export CORE_AREA = 10 10 96 96
export DIE_AREA = 0 0 106 106
[/design/flow/constraint.sdc]
current_design vga_sync

set clk_period 2.9
set clk_io_pct 0.2

create_clock -name clk0 -period $clk_period [get_ports {iCLK}]

set non_clock_inputs [all_inputs -no_clocks]
set_input_delay [expr $clk_period * $clk_io_pct] -clock clk0 $non_clock_inputs
set_output_delay [expr $clk_period * $clk_io_pct] -clock clk0 [all_outputs]
==> summary.rpt <==
RUN METRICS
----------------------------------------------------
[STA]
  Tcrit/Tclk final ........................ 88.7%
  Maximum clock frequency ........................ 0.389 GHz
  Fin. Hold Viols ........................ 0
  Final-report setup violation count ........................ 0
  Final worst clock skew ........................ 0.00446 ns
  Setup Total Neg Slack ........................ 0 ns
  Time the worst path needs with I/O delays and setup ........................ 2.57 ns
  Slew Limit Headroom ........................ 54.1%
  Final max-slew violation count ........................ 0
  Unrepaired setup endpoints after global routing ........................ false
  Worst-margin pin slew ........................ 0.686 ns

[Synthesis]
  Top cells by area, synth ........................ dfrtp_1 39%, and2_1 15%, xnor2_1 5.0%, nor2_1 4.3%, nand3_1 3.9%
  Register share after synthesis ........................ 39.4%
  Top comb family, area ........................ simple AND/OR/NAND/NOR gates
  XOR/XNOR share of the synthesized area ........................ 6.89%
  Post-Synthesis Mean Instance Area ........................ 9.19 um^2
  Number of warnings printed during yosys synthesis ........................ 1
  Area fraction in compound gates after synthesis ........................ 6.27%
  Cell type contributing the most total cell area after synthesis ........................ dfrtp_1
  Cell area after synthesis ........................ 1400 um^2
  Distinct cells, synth ........................ 36
  Area share of the leading cell type in the synthesized netlist ........................ 39.4%
  Post-synth mux share ........................ 1.43%
  Post-Synth Adder-Cell Area ........................ 3.58%
  Post-Synthesis Cells ........................ 152
  Yosys chip area ........................ 1400 um^2
  Post-synthesis cell count from yosys ........................ 152
  Simple-Gate Area Share ........................ 39.7%
  Seq cells post-synth ........................ 22

[Clock network]
  CTS H-tree lvls ........................ 1
  Clock transition at the registers of the reported paths ........................ 0.08 ns
  Buffer cell driving the clock tree root ........................ clkbuf_8
  # clock sinks ........................ 22
  Count of hold buffers inserted by post-cts repair ........................ 0
  Clock insertion delay at the later pin of the skew report ........................ 0.26 ns
  Maximum clock path buffer count ........................ 2
  Number of buffers created by CTS ........................ 3
  Clock tree from TritonCTS ........................ done
  Setup Fix Bufs, Post-CTS ........................ 0
  Post-cts repair resize count ........................ 0

[Hold path]
  Path type of the worst min-delay path ........................ register to register
  Hold Path Depth ........................ 1

[Floorplan]
  Placeable Area ........................ 7210 um^2
  Number of placement rows ........................ 31
  Count of pins on the block boundary ........................ 86
  Floorplan die area ........................ 11200 um^2
  Die outline height ........................ 106 um
  Die Wd ........................ 106 um
  Starting Density ........................ 19.4%

[Critical path]
  Signal arrival time at the worst endpoint ........................ 1.99 ns
  Count of cells along the worst register-to-register path ........................ 5
  Setup CP Type ........................ register to output pin
  Required time of the worst setup path ........................ 2.32 ns
  Kind of launch point of the worst setup path ........................ register
  Kind of capture point of the worst setup path ........................ output pin
  Maximum fanout encountered on the critical timing path ........................ 30

[Final layout]
  Fraction of final layout cells with drive strength greater than 1 ........................ 6.75%
  Area growth from synthesis to final layout ........................ 73.9%
  Final Cell Area ........................ 2430 um^2

[Detailed routing]
  # diodes ........................ 0
  Remaining design rule violation count ........................ 0
  Detailed-route wire length ........................ 4590 um
  Detailed Route Iter0 Violations ........................ 60
  Router iterations before antenna repair ........................ 4
  Average wire length per cell after detail routing ........................ 13.7 um
  Antenna Nets Post-Route ........................ 0
  Vias post-DR ........................ 1383
  Via count normalized by instance count ........................ 4.12

[Power]
  Combinational cell fraction of total power ........................ 14.3%
  Proportion of power drawn by flip-flops and latches ........................ 44.5%
  Ratio of total power to cell area ........................ 284 nW/um^2
  Switching Share ........................ 17.2%
  Peak supply drop ........................ 0.162 mV
  Leakage component of the power ........................ 0.947 nW
  Net switching power of the design ........................ 118 uW
  Cell internal pwr ........................ 571 uW
  Portion of total power attributed to the clock network ........................ 41.3%

[Place]
  Post-placement cell area ........................ 2360 um^2
  Estimated wirelength of the detail-placed design ........................ 3750 um
  GPL Wtd Cong ........................ 0.798
  Port Buffers ........................ 84

[GRT]
  Wire length of the first global-routing pass ........................ 7400 um
  Number of global-route vias before repair ........................ 1336
  GRT Util Overall ........................ 7.85%
  Pin count of the biggest net entering global routing ........................ 31
  Total gr overflow ........................ 0
  Antenna violations before repair ........................ 0

[Run status]
  Status ........................ finished, final reports clean

[Job]
  Count of maximum capacitance violations ........................ 0
  Number of warnings in the stage logs ........................ 27

----------------------------------------------------
[metal layers]
metal  routed length [um]  up-vias  GRT usage [%]  part of all wire (%)
met1                 2260      620           10.9                    49
met5                    0        -              0                     0
met3                  464        2           3.24                    10
met2                 1850       71           11.7                    40
li1                     -      690              -                     -
met4                   23        0          0.774                  0.50
[final cells by class]
cell class / instances / area (um^2)
clock buffer: 3 / 41.3
clock inverter: 1 / 30.0
fill: 751 / 4780
inverter: 3 / 11.3
multi-input combinational: 122 / 817
sequential: 22 / 551
tap: 99 / 124
timing repair buffer: 86 / 856
[Yosys cell counts, drive strengths merged]
master	count
and2	33
dfrtp	22
nor2	17
nand3	11
xnor2	8
nand2	7
nor4	6
a21oi	5
nor3	5
ha	4
o21ai	4
clkbuf	3
inv	3
xor2	3
and4	2
buf	2
mux2i	2
o31ai	2
or3	2
a31oi	1
and3	1
conb	1
nand2b	1
nand3b	1
nand4	1
nand4bb	1
nor2b	1
o21a	1
o31a	1
or4	1
[critical path, cell delays in order (launching register included)]
cell and delay [ns]:
dfrtp_1 0.45, and4_1 0.26, nor3_2 0.15, buf_4 0.25, and2_1 0.16, clkdlybuf4s50_1 0.46
[sequential cells by signal (all words and copies together), names as in the netlist]
name / cells
v_count: 10
VGA_V_SYNC: 1
VGA_H_SYNC: 1
h_count: 10
[layout by cell type, fill, tap and decap left out, types with 2 or more instances in the layout]
master,n
clkbuf_8,3
inv_1,3
ha_1,4
nor4_1,4
xnor2_1,8
nor2_1,16
and4_1,2
clkdlybuf4s50_1,84
nor4_2,2
a21oi_1,5
o21ai_0,4
xor2_1,3
nand2_1,7
nor3_2,3
nand3_1,11
and2_1,33
buf_4,2
mux2i_1,2
dfrtp_1,22
nor3_1,2
[power groups by stage]
| stage | clock network (mW) | registers, mW | logic [mW] |
|---|---|---|---|
| CTS | 0.294 | 0.306 | 0.101 |
| global route | 0.309 | 0.306 | 0.108 |
| finish | 0.285 | 0.306 | 0.0983 |
[through the flow]
| step | worst slack (ns) | hold WS (ns) | power, mW | utilization, % | instances |
|---|---|---|---|---|---|
| after floorplan | 1.11 | 0.284 | 0.323 | - | 152 |
| after global placement | 0.606 | 0.498 | 0.413 | 32.7 | 332 |
| after detailed placement | 0.588 | 0.516 | 0.414 | 32.7 | 332 |
| after CTS | 0.292 | 0.531 | 0.702 | 33.7 | 336 |
| after global routing | 0.185 | 0.561 | 0.723 | 33.7 | 336 |
| final | 0.329 | 0.521 | 0.689 | 33.7 | 336 |
[kinds of logic (layout without fill, tap and decap cells)]
| logic type | Yosys count | count (layout) |
|---|---|---|
| mux | 2 | 2 |
| xor+xnor | 11 | 11 |
| flops | 22 | 22 |
| buf+inv | 8 | 93 |
| other cells | 1 | 1 |
| fa+ha+maj | 4 | 4 |
| simple gates | 90 | 90 |
| compound gates | 14 | 14 |
[worst paths after layout]
| check | slack (ns) | from | end |
|---|---|---|---|
| max reg2reg | 1.03 | h_count[0] | v_count[3] |
| min reg2reg | 0.52 | h_count[0] | h_count[0] |
| max | 0.33 | v_count[5] | VGA_B[5] |
| min in group asynchronous | 0.65 | iRST_N | h_count[0] |
| min | 0.52 | h_count[0] | h_count[0] |
| max in group asynchronous | 2.03 | iRST_N | v_count[7] |
No activity file was given, so power comes from the tool's default toggle rates.
